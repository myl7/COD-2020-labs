File: design/flow/run.sh
#!/bin/bash
# OpenROAD 26Q1-2900-gdf79404cd8, Yosys 0.63+post, stock flow scripts
make -C /OpenROAD-flow-scripts/flow DESIGN_CONFIG=/design/flow/config.mk WORK_HOME=/design/flow/orfs finish
File: design/flow/config.mk
export PLATFORM = sky130hd
export DESIGN_NAME = Sort
export DESIGN_NICKNAME = Sort
export VERILOG_FILES = /design/flow/design.v
export SDC_FILE = /design/flow/constraint.sdc
export NUM_CORES = 4
export LEC_CHECK = 1
export CORE_UTILIZATION = 40
File: design/flow/constraint.sdc
current_design Sort

set clk_period 5.1
set clk_io_pct 0.2

create_clock -name clk0 -period $clk_period [get_ports {clk}]

set non_clock_inputs [all_inputs -no_clocks]
set_input_delay [expr $clk_period * $clk_io_pct] -clock clk0 $non_clock_inputs
set_output_delay [expr $clk_period * $clk_io_pct] -clock clk0 [all_outputs]
File: design/flow/design.v
module ALU#(
  parameter WIDTH = 32
)(
  input [WIDTH - 1:0] a, b,
  input [2:0] m,
  output reg [WIDTH - 1:0] y,
  output reg cf, of, zf
);
  always @(*) begin
    case (m)
      3'b000: y = a + b;
      3'b001: y = a - b;
      3'b010: y = a & b;
      3'b011: y = a | b;
      3'b100: y = a ^ b;
      default: y = 0;
    endcase
  end
  always @(*) begin
    case ({m[0], a[WIDTH - 1], b[WIDTH - 1], y[WIDTH - 1]})
      4'b0111, 4'b0010, 4'b0100, 4'b1111, 4'b1001, 4'b1010: cf = 1;
      default: cf = 0;
    endcase
  end
  always @(*) begin
    case ({m[0], a[WIDTH - 1], b[WIDTH - 1], y[WIDTH - 1]})
      4'b0001, 4'b0110, 4'b1011, 4'b1100: of = 1;
      default: of = 0;
    endcase
  end
  always @(*) begin
    zf = ~(| y[0]);
  end
endmodule
module Sort#(
  parameter N = 4
)(
  input clk, rst,
  input [N - 1:0] x0, x1, x2, x3,
  output reg [N - 1:0] s0, s1, s2, s3,
  output reg done
);
  parameter SIN = 2'b00;
  parameter SLOOP = 2'b01;
  parameter SSWAP = 2'b10;
  parameter SOUT = 2'b11;
  reg [1:0] cs = SIN;
  reg [1:0] ns;
  reg [N - 1:0] r0, r1, r2, r3;
  reg [1:0] i = 0;
  reg swapped = 0;
  reg [N - 1:0] a, b;
  reg [N - 1:0] ta, tb;
  wire [N - 1:0] y;
  wire cf, of, zf;
  ALU#(.WIDTH(N)) alu(.a(a), .b(b), .y(y), .m(3'b001), .zf(zf), .cf(cf), .of(of));
  always @(posedge clk or posedge rst) begin
    if (rst == 1) begin
      cs <= SIN;
    end else begin
      case (cs)
        SIN: begin
          r0 <= x0;
          r1 <= x1;
          r2 <= x2;
          r3 <= x3;
          i <= 0;
          done <= 0;
        end
        SLOOP: begin
          if (ns != SSWAP) begin
            if (i == 3) begin
              i <= 0;
              swapped <= 0;
            end else begin
              i <= i + 1;
            end
          end
          ta <= a;
          tb <= b;
        end
        SSWAP: begin
          case (i)
            2'b00: begin
              r0 <= b;
              r1 <= a;
            end
            2'b01: begin
              r1 <= b;
              r2 <= a;
            end
            default: begin
              r2 <= b;
              r3 <= a;
            end
          endcase
          swapped <= 1;
        end
        SOUT: begin
          s0 <= r0;
          s1 <= r1;
          s2 <= r2;
          s3 <= r3;
          done <= 1;
        end
      endcase
      cs <= ns;
    end
  end
  always @(r0, r1, r2, r3, i) begin
    case (i)
      2'b00: begin
        a = r0;
        b = r1;
      end
      2'b01: begin
        a = r1;
        b = r2;
      end
      default: begin
        a = r2;
        b = r3;
      end
    endcase
  end
  always @(cs, i, swapped, y, of) begin
    case (cs)
      SIN: ns = SLOOP;
      SLOOP: begin
        if (i == 3 && swapped == 0) begin
          ns = SOUT;
        end else if (y[N - 1] ^ of == 1) begin
          ns = SSWAP;
        end else begin
          ns = cs;
        end
      end
      SSWAP: ns = SLOOP;
      SOUT: ns = SIN;
    endcase
  end
endmodule
==> notes.md <==
Main metrics from the flow reports.

The clock-pin slew of the registers on the worst-case setup and hold paths came out at 0.07 ns. The top fanout value on the critical path is 15. The number of maximum-capacitance constraint violations is 0. The detailed-routed wire length on met2 came out at 1.651 mm. Dividing the synthesized area by the synthesized cell count gives 12.11 um^2.

The wire length of the first global-routing pass is 6.451 mm. The largest clock skew in the final design came out at 0.001946 ns. The cell count listed in synth_stat.txt came out at 167. The congestion estimate from routability-driven global placement came to 0.8636. The max-slew headroom at the worst pin came out at 47.94%. The shortest period the worst path allows is 3.409 ns.

The detailed-routing wirelength on met1 is 1.861 mm. Endpoints with negative setup slack in the final report add up to 0. For this run the detailed placement stage logged an HPWL of 2.836 mm. The run finished with clean final reports. The number of max-slew violations in the final report is 0.

In this run the cell area of the synthesized design comes to 0.002023 mm^2. The number of unique standard cell types used by synthesis is 39. The number of instances in the placed design is 262.

The worst-case clock buffer depth is 2. Routed signal wires occupy layers up through met4. The area of placed instances came out at 0.002409 mm^2. The routed design uses 345 um of met3 wire.

The number of warnings reported in the stage logs is 33. The violation count after the first detailed-route iteration came out at 130. The tally of filler cells in the layout came out at 410. The synthesized netlist cell count came out at 167. The post-synth register bit count is 38. The latest clock arrival within the worst-skew pair came out at 0.28 ns. The final routed wire length divided by cell count is 14.54 um. The minimum setup slack in the final design is 1.691 ns.

The post-layout period usage of the worst path is 66.84%. 0 antenna diodes ended up in the layout. The number of input and output port buffers inserted came out at 34. The via count of the first global-routing pass came to 1320. The global router's overall resource usage is 16.98%.

The total power draw is 1.288 mW. The number of failing hold endpoints at the final stage is 0. The final core utilization is 52.03%.

The script parses the final routing iteration and logs DRC violations as 0. The hold buffer count at cts came out at 0. The starting density of the core is 42.27%. The standard-cell row count is 25.

Per the summary, power density relative to cell area is 517.1 mW/mm^2. Nets still carrying antenna violations after routing amount to 0. Static timing analysis puts the maximum clock frequency at 0.2934 GHz.

The startpoint type of the worst setup path is a flip-flop. The area of the chip came out at 0.005347 mm^2. TritonCTS built the clock tree. The worst-case hold slack came out at 0.4862 ns. Per the OpenROAD power report, leakage power amounts to 0.9386 nW. The global route stage reports its total congestion overflow as 0.

Of the cells placed in the final design, the portion with a size suffix greater than 1 is 7.882%. The sequential area share after synthesis is 55.91%. The length of the first detailed-routing pass in iterations is 4. Adding up every negative setup slack in the final design gives 0 ns. The OpenROAD report gives the critical path a data arrival time of 3.41 ns. The path category of the worst min-delay check is reg2reg. The final wirelength came out at 3.926 mm. The post-cts resize count is 0.

After floorplanning, the core was sized to cover 0.004786 mm^2. The mean number of vias per cell is 5.207. The CTS buffer count came out at 5. Data on the critical path is required at its endpoint by 5.10 ns. Setup repair after global routing left no endpoint under its margin. The number of ports placed on the die boundary came out at 35. The die width is 73.12 um. Leaving out filler cells and counting taps, the final layout contains 270. The clock drives 38 sinks. The transition time at the pin with the least slew margin is 0.7808 ns. For this block, the via count after detailed routing is 1406. The tree is rooted in a clkbuf_8.

Buffers added to address setup during post-CTS repair amount to 0. The pre-CTS setup check shows a worst slack of 1.718 ns. The number of antenna violations at the first check in global routing came to 0. For the completed layout, the total cell area is recorded as 0.002490 mm^2. The critical path is of the reg2reg type.

Per the power-grid run, VDD falls by no more than 243.8 uV. The number of warnings issued by yosys is 2. The worst setup path is captured at a flip-flop. Per the CTS log, the maximum H-tree level is 2. The area growth from synthesis to layout is 23.07%. The pin count of the biggest net entering global routing is 25.

The die extent in y came out at 73.12 um. The post-synth area from yosys stat is 0.002023 mm^2.
logic make-up after synthesis:
kind of cell | count (synthesis) | share of synthesized area [%]
compound gates | 50 | 16.95
fa+ha+maj | 12 | 7.792
buf+inv | 19 | 4.824
flops | 38 | 55.91
mux | 9 | 4.947
simple gates | 39 | 9.585
worst paths after layout:
kind                       slack [ns]                from                  to  depth (start not counted)
max reg2reg                      1.69  i[0]$_SDFFCE_PP0P_  i[1]$_SDFFCE_PP0P_                         12
max in group asynchronous        3.89                 rst     cs[0]$_DFF_PP0_                          2
min                              0.49     r2[2]$_DFFE_PP_     s2[2]$_DFFE_PP_                          0
max                              1.69  i[0]$_SDFFCE_PP0P_  i[1]$_SDFFCE_PP0P_                         12
min reg2reg                      0.49     r2[2]$_DFFE_PP_     s2[2]$_DFFE_PP_                          0
min in group asynchronous        1.08                 rst     cs[1]$_DFF_PP0_                          2
worst max-delay path, cell delays in order (launching register included):
cell and delay, ns:
edfxtp_1 0.44, inv_1 0.11, ha_1 0.47, and2_1 0.33, a22oi_1 0.10, o21a_1 0.20
ha_1 0.30, a21o_1 0.10, a31oi_1 0.04, fa_1 0.41, a21o_1 0.18, a41oi_1 0.25
o21a_1 0.19
final cells by class:
type,count,area [um^2],share of cell area [%]
Timing Repair Buffer,36,355.3,14.27
Clock inverter,2,8.758,0.3518
Tap cell,67,83.83,3.367
Clock buffer,6,72.57,2.915
Inverter,11,43.79,1.759
Sequential cell,38,1131,45.43
Multi-Input combinational cell,110,794.5,31.91
state kept, by name, summed over array words and instances, names as in the netlist:
signal   count
done         1
r2           4
s3           4
s0           4
s1           4
r1           4
cs           2
swapped      1
r3           4
i            2
s2           4
r0           4
cells in the mapped netlist (all sizes together):
| cell | instances | area share, % |
|---|---|---|
| a211o | 1 | 0.43 |
| a211oi | 1 | 0.62 |
| a21boi | 1 | 0.37 |
| a21o | 8 | 3.0 |
| a21oi | 13 | 3.2 |
| a221oi | 1 | 0.43 |
| a222oi | 3 | 1.5 |
| a22oi | 3 | 1.1 |
| a31oi | 8 | 2.5 |
| a41oi | 1 | 0.43 |
| and2 | 2 | 0.62 |
| and2b | 1 | 0.37 |
| and3 | 2 | 0.62 |
| and3b | 1 | 0.43 |
| buf | 7 | 2.5 |
| clkbuf | 1 | 0.19 |
| dfrtp | 2 | 2.5 |
| edfxtp | 36 | 53 |
| fa | 1 | 0.99 |
| ha | 11 | 6.8 |
| inv | 11 | 2.2 |
| mux2 | 5 | 3.0 |
| mux2i | 4 | 2.0 |
| nand2 | 9 | 1.7 |
| nand2b | 4 | 1.2 |
| nand3 | 1 | 0.25 |
| nor2 | 12 | 2.2 |
| nor2b | 5 | 1.5 |
| nor3 | 1 | 0.25 |
| nor3b | 1 | 0.37 |
| o211ai | 1 | 0.37 |
| o21a | 4 | 1.5 |
| o21ai | 4 | 0.99 |
| o221a | 1 | 0.56 |
metal layers:
layer	GRT usage, %	vias up
li1	-	694
met3	5.602	8
met4	4.793	0
met5	0	-
met1	27.87	643
met2	23.05	61
power by group:
group / switching, mW / total, mW / internal, mW
Combinational: 0.327 / 0.585 / 0.258
Sequential: 0.0550 / 0.510 / 0.455
Clock: 0.0992 / 0.193 / 0.0939
Total: 0.481 / 1.29 / 0.807
cells in the final DEF (no fill, tap or decap), drive strengths merged, types with 6 or more instances in the layout:
cell	n
edfxtp	36
clkdlybuf4s50	34
a21oi	13
nor2	12
ha	11
inv	11
nand2	9
a21o	8
a31oi	8
clkbuf	6
Power is estimated from default activity; no workload was simulated.
