==> config.mk <==
export PLATFORM = sky130hd
export DESIGN_NAME = RegFile
export DESIGN_NICKNAME = RegFile
export VERILOG_FILES = /design/flow/design.v
export SDC_FILE = /design/flow/constraint.sdc
export NUM_CORES = 4
export LEC_CHECK = 1
export CORE_UTILIZATION = 40
==> constraint.sdc <==
current_design RegFile

set clk_period 7.7
set clk_io_pct 0.2

create_clock -name clk0 -period $clk_period [get_ports {clk}]

set non_clock_inputs [all_inputs -no_clocks]
set_input_delay [expr $clk_period * $clk_io_pct] -clock clk0 $non_clock_inputs
set_output_delay [expr $clk_period * $clk_io_pct] -clock clk0 [all_outputs]
==> design.v <==
module RegFile#(
  parameter WIDTH = 32
)(
  input clk, rst, we,
  input [4:0] ra0, ra1, wa,
  input [WIDTH - 1:0] wd,
  output reg [WIDTH - 1:0] rd0, rd1
);
  reg [WIDTH - 1:0] regvec[31:0];
  always @(*) begin
    rd0 = (we & (wa == ra0) & (| ra0)) ? wd : regvec[ra0];
    rd1 = (we & (wa == ra1) & (| ra1)) ? wd : regvec[ra1];
  end
  integer i;
  always @(posedge clk or posedge rst) begin
    if (rst) begin
      for (i = 0; i < 32; i = i + 1) begin
        regvec[i] <= 0;
      end
    end else begin
      if (we) begin
        if (wa != 0) begin
          regvec[wa] <= wd;
        end
      end
    end
  end
endmodule
==> run.sh <==
#!/bin/bash
# OpenROAD 26Q1-2900-gdf79404cd8, Yosys 0.63+post, stock flow scripts
make -C /OpenROAD-flow-scripts/flow DESIGN_CONFIG=/design/flow/config.mk WORK_HOME=/design/flow/orfs finish
==> flow_summary.yaml <==
# flow metrics
run_status:
  outcome: "finished clean"
synth:
  numSynthFlops: 1024
  yosys.cell_types.count: 70
  ys_cells: 4491
  synth.yosys.chip_area_mm2: 0.05220
  synth.top_cells.by_area: "sky130_fd_sc_hd__dfrtp_1 49%, sky130_fd_sc_hd__mux2_2 22%, sky130_fd_sc_hd__a22oi_1 9.9%, sky130_fd_sc_hd__clkbuf_1 1.8%, sky130_fd_sc_hd__nand4_1 1.5%"
  post-synth-top-area-fraction: 0.4909
  synth-async-reset-ratio: 1.000
  postSynthSeqShare: 0.4909
  synthesized_netlist_cell_count: 4491
  enable_flop_cells: 0
  synth_warnings: 2
  yosys_most_used_dff: "sky130_fd_sc_hd__dfrtp_1"
  cell_type_with_the_largest_total_area_after_synthesis: "sky130_fd_sc_hd__dfrtp_1"
  post_synth.cell_area_avg_um2: 11.62
  netlist_area_mm2: 0.05220
timing:
  slew_viol_final: 0
  report.final.setup_viol: 0
  finalClockSkew_ns: 0
  final.period_utilization: 0.9141
  rsz0062_at_grt: "no"
  hold-worst-slack_ns: 0.4019
  timing_hold_violations_final: 0
  final_period_minus_worst_setup_slack_ns: 7.039
  tightestPinTransition_ns: 1.206
  max_freq_ghz: 0.1421
  relSlewSlack: 0.1940
place:
  gpl.final_weighted_congestion: 1.091
  place_inst: 6181
  dp_hpwl_um: 183100
  port_buffers: 113
routing:
  detail_route.vias_per_cell: 7.342
  drt-total-wl_um: 289100
  drc_errors: 0
  route.detailed.wl_per_inst_um: 45.02
  route.antenna.remaining_nets: 0
  via_count: 47140
  drtPass1Iterations: 10
  drt_iter0_markers: 6101
cts:
  cts-htree-levels: 3
  post_cts_resized: 0
  root_buffer_master: "sky130_fd_sc_hd__clkbuf_16"
  clock.latency.late_pin_ns: 0.79
  clk_path_buf_depth: 3
  cts.sink_count: 1024
  number_of_setup_buffers_added_after_cts: 0
  clock_tree_from_tritoncts: "yes"
  tritoncts.num_buffers: 114
  holdBufCountCts: 0
  clk_pin_slew_ns: 0.06
layout:
  filler_cell_count: 11670
  largest_register_ff_count: 1024
  area.combinational_mm2: 0.02512
  layout_top_registers: "regvec: 1024 flops"
  largest-register: "regvec"
  drive_above_1_share: 0.3533
  seqCellArea_mm2: 0.02562
  area_growth_synth_to_finish_pct: 16.79
  layout.cells.non_filler: 6421
floorplanning:
  die.size.y_um: 363.2
  dieArea_mm2: 0.1319
  die_w_um: 363.2
  num_io_pins: 114
  floorplan.initialDensity: 0.4031
  fp-row-count: 132
  floorplan.core_area_mm2: 0.1295
setup_path:
  worst_setup_path_end_kind: "output pin"
  reg2reg_setup_slack_ns: 6.79
  worst_setup_path_start_kind: "input port"
  worst_path_largest_cell_delay_ns: 0.64
  arrival_ns: 5.50
  path_cells: "buf_4 -> buf_4 -> or3b_1 -> nor2_4 -> buf_4 -> a22oi_1 -> nand4_1 -> nor4_1 -> a21oi_1 -> clkdlybuf4s50_1"
  maximum_fanout_along_the_worst_path: 39
  critPathRequiredTime_ns: 6.16
  worst-setup-path-type: "input port to output pin"
  slowest_cell_on_crit_path: "sky130_fd_sc_hd__or3b_1"
  crit_top_cell: "sky130_fd_sc_hd__buf_4"
global_routing:
  grt_antenna_before_repair: 35
  grt_use_total: 0.4550
  global_route.overflow_total: 0
  first_global_vias: 45890
  pin_count_of_the_biggest_net_entering_global_routing: 129
  global_route_wire_length_before_repair_um: 390900
power:
  ir_worst_vdd_mv: 0.2420
  powerDensity_mw_per_mm2: 262.0
  leakage_nw: 26.55
run:
  maxCapViolations: 0
  number_of_warnings_in_the_stage_logs: 39
worst_hold_path:
  hold_class: "flip-flop to flip-flop"
==> worst paths after layout <==
kind | cells after the start | start | endpoint
worst max-delay path | 10 | ra0[2] | rd0[31]
max in group asynchronous | 4 | rst | regvec[9][23]
worst min register to register | 0 | regvec[0][16] | regvec[0][16]
min in group asynchronous | 2 | rst | regvec[27][21]
worst min-delay path | 0 | regvec[0][16] | regvec[0][16]
worst max register to register | 1 | regvec[27][31] | regvec[27][31]
==> synth_stat cells, types with 5 or more instances <==
library cell / n
sky130_fd_sc_hd__inv_1: 5
sky130_fd_sc_hd__a32oi_1: 27
sky130_fd_sc_hd__mux2i_1: 40
sky130_fd_sc_hd__nor2_2: 24
sky130_fd_sc_hd__buf_4: 12
sky130_fd_sc_hd__nand2_1: 187
sky130_fd_sc_hd__and4_1: 6
sky130_fd_sc_hd__or3_1: 6
sky130_fd_sc_hd__nand2b_1: 16
sky130_fd_sc_hd__clkbuf_1: 254
sky130_fd_sc_hd__a221oi_1: 23
sky130_fd_sc_hd__nor2b_1: 18
sky130_fd_sc_hd__nand3b_1: 21
sky130_fd_sc_hd__a31oi_1: 13
sky130_fd_sc_hd__nor3b_1: 9
sky130_fd_sc_hd__nand3_1: 74
sky130_fd_sc_hd__a211oi_1: 9
sky130_fd_sc_hd__a2111oi_0: 31
sky130_fd_sc_hd__nor3_1: 71
sky130_fd_sc_hd__nand4b_1: 7
sky130_fd_sc_hd__o31ai_1: 17
sky130_fd_sc_hd__nor4_1: 48
sky130_fd_sc_hd__o22ai_1: 51
sky130_fd_sc_hd__mux2_1: 5
sky130_fd_sc_hd__and2_1: 5
sky130_fd_sc_hd__and3_1: 111
sky130_fd_sc_hd__dfrtp_1: 1024
sky130_fd_sc_hd__a32o_1: 6
sky130_fd_sc_hd__a22o_1: 68
sky130_fd_sc_hd__mux2_2: 1008
sky130_fd_sc_hd__a22oi_1: 688
sky130_fd_sc_hd__nand4_1: 126
sky130_fd_sc_hd__xor2_1: 6
sky130_fd_sc_hd__o21ai_0: 22
sky130_fd_sc_hd__a21oi_1: 74
sky130_fd_sc_hd__a222oi_1: 7
sky130_fd_sc_hd__buf_1: 65
sky130_fd_sc_hd__a221o_1: 5
sky130_fd_sc_hd__nor2_1: 94
sky130_fd_sc_hd__nor2_4: 5
sky130_fd_sc_hd__or3b_1: 5
sky130_fd_sc_hd__buf_2: 142
sky130_fd_sc_hd__o2bb2ai_1: 6
==> critical path, delay by kind of cell <==
kind                   cells  cell delay, ns
buffers and inverters      4            1.77
AND/OR/NAND/NOR            4            1.42
AND-OR/OR-AND              2            0.69
==> per-stage QoR <==
stage	power, mW	setup TNS, ns	util	setup slack (ns)	instance area [um2]
global placement	9.734	0	0.4379	0.9408	56700
detailed placement	9.771	0	0.4379	0.9706	56700
CTS	15.89	0	0.4703	0.9501	60890
global route	16.39	0	0.4703	0.7033	60900
finish	15.97	0	0.4708	0.6614	60960
floorplan	8.525	-8144.83	-	-7.954	52200
==> cell type report <==
class	instances	area share
tap	1742	0.03575
timing repair buffer	423	0.06153
multi-input combinational	2987	0.4121
sequential	1024	0.4203
inverter	5	0.0003694
clock buffer	152	0.05314
antenna	28	0.001149
clock inverter	60	0.01566
==> where the power goes <==
group | switching, mW | internal, mW | leakage [nW]
clock network | 2.46 | 3.69 | 2.04
logic | 1.16 | 1.20 | 11.4
registers | 1.08 | 6.39 | 13.1
total | 4.69 | 11.3 | 26.5
==> per-layer routing <==
layer | global-route usage | routed length (um) | vias up
li1 | - | - | 17470
met1 | 0.5626 | 100200 | 23690
met2 | 0.5820 | 112200 | 4432
met3 | 0.3038 | 50710 | 1519
met4 | 0.2817 | 25060 | 38
met5 | 0.03776 | 822 | -
==> cell families after synthesis <==
| group | after synthesis | share of synthesized area |
|---|---|---|
| and+or+nand+nor | 851 | 0.08821 |
| AOI/OAI and AO/OA | 1073 | 0.1534 |
| DFF | 1024 | 0.4909 |
| xor gates and xnor gates | 8 | 0.001342 |
| muxes | 1055 | 0.2271 |
| buffers and inverters | 480 | 0.03907 |
==> placed cells by master, fill, tap and decap left out, types with 14 or more instances in the layout <==
master | synthesis | routed
sky130_fd_sc_hd__a2111oi_0 | 31 | 31
sky130_fd_sc_hd__a21oi_1 | 74 | 74
sky130_fd_sc_hd__a221oi_1 | 23 | 23
sky130_fd_sc_hd__a22o_1 | 68 | 68
sky130_fd_sc_hd__a22oi_1 | 688 | 688
sky130_fd_sc_hd__a32oi_1 | 27 | 27
sky130_fd_sc_hd__and3_1 | 111 | 111
sky130_fd_sc_hd__buf_12 | 0 | 27
sky130_fd_sc_hd__buf_4 | 12 | 285
sky130_fd_sc_hd__bufinv_16 | 0 | 22
sky130_fd_sc_hd__clkbuf_1 | 254 | 17
sky130_fd_sc_hd__clkbuf_16 | 0 | 117
sky130_fd_sc_hd__clkbuf_8 | 0 | 18
sky130_fd_sc_hd__clkdlybuf4s50_1 | 0 | 103
sky130_fd_sc_hd__clkinv_2 | 0 | 19
sky130_fd_sc_hd__dfrtp_1 | 1024 | 1024
sky130_fd_sc_hd__diode_2 | 0 | 28
sky130_fd_sc_hd__mux2_2 | 1008 | 1008
sky130_fd_sc_hd__mux2i_1 | 40 | 40
sky130_fd_sc_hd__nand2_1 | 187 | 174
sky130_fd_sc_hd__nand2b_1 | 16 | 14
sky130_fd_sc_hd__nand3_1 | 74 | 70
sky130_fd_sc_hd__nand3b_1 | 21 | 21
sky130_fd_sc_hd__nand4_1 | 126 | 126
sky130_fd_sc_hd__nor2_1 | 94 | 48
sky130_fd_sc_hd__nor2_4 | 5 | 73
sky130_fd_sc_hd__nor2b_1 | 18 | 14
sky130_fd_sc_hd__nor3_1 | 71 | 70
sky130_fd_sc_hd__nor4_1 | 48 | 48
sky130_fd_sc_hd__o21ai_0 | 22 | 22
sky130_fd_sc_hd__o22ai_1 | 51 | 51
sky130_fd_sc_hd__o31ai_1 | 17 | 17
Power figures rest on the tool's default switching activity, not on a simulated workload.
